===== ./design.v =====
module RegFile (
    input clk,               
    input reset,
    input [4:0] RA,          
    input [4:0] RB,          
    input [4:0] RW,          
    input wEn,               
    input [31:0] busW,       
    output [31:0] busA,      
    output [31:0] busB       
);
    reg [31:0] R[31:0];
    integer i;
    assign busA = R[RA];
    assign busB = R[RB];
    initial begin
        for (i = 0; i < 32; i = i + 1) 
            R[i] <= 0;
    end
    always @(negedge clk or posedge reset) begin
        if (reset) begin
            for (i = 0; i < 32; i = i + 1) 
                R[i] <= 0;
        end
        else if (wEn && RW) begin
            R[RW] <= busW;
        end
    end
endmodule

===== ./config.mk =====
export PLATFORM = sky130hd
export DESIGN_NAME = RegFile
export DESIGN_NICKNAME = RegFile
export VERILOG_FILES = /design/flow/design.v
export SDC_FILE = /design/flow/constraint.sdc
export NUM_CORES = 4
export LEC_CHECK = 1
export CORE_UTILIZATION = 30

===== ./constraint.sdc =====
current_design RegFile

set clk_period 16.9
set clk_io_pct 0.2

create_clock -name clk0 -period $clk_period [get_ports {clk}]

set non_clock_inputs [all_inputs -no_clocks]
set_input_delay [expr $clk_period * $clk_io_pct] -clock clk0 $non_clock_inputs
set_output_delay [expr $clk_period * $clk_io_pct] -clock clk0 [all_outputs]

===== ./run.sh =====
#!/bin/bash
# OpenROAD 26Q1-2900-gdf79404cd8, Yosys 0.63+post, stock flow scripts
make -C /OpenROAD-flow-scripts/flow DESIGN_CONFIG=/design/flow/config.mk WORK_HOME=/design/flow/orfs finish

==> summary.txt <==
impl run done, here's what came out: status finished, final reports clean, Inst Count DP about 6,500, Distinct cells, synth 70, core area about 0.17 sq mm, Worst-Margin Slew 1.16 ns, layout cells sized above 1 34.6%, Largest regs R (1024), I/O Pins 114, Post-CTS Setup Inserts 0, root buffer cell clkbuf_16, clk ins delay skew pair 0.69 ns, Crit path required time 13.52 ns, IO Port Bufs 113, asr flop ratio synth roughly 100%, Vias/cell 6.77, initial antenna violation count 24, first-pass GRT wire length 390,000 um, Post-synth area hogs dfrtn_1 (50%), mux2_2 (22%), a22oi_1 (11%), switching power 2.12 mW, Leakage approximately 25 nW, worst stage delay on the critical path 0.57 ns, clock network power share 36.9%, clock sink count 1,024, Hold WS 0.348 ns, P per Cell Area 119 mW/mm^2, Avg Inst Size Synth 11.7 sq um, vias in the first global route 44,800, total CTS buffers 113, CTS Hold Bufs 0, PostCTS Resize Cnt 0, Worst Path Class, Setup reg2out, critical path arrival 11.43 ns, Chip Height between 400 and 500 um, flop and latch count out of synthesis about 1,000, dpl hpwl between 150,000 and 200,000 um, RSZ-0062 raised after global routing no, largest area contributor in the netlist dfrtn_1, Iteration-0 DRC Markers roughly 5,300, max cap viols 0, # fillers between 15,000 and 20,000, sequential share of power 48.3%, final hold vios 0, CP max FO 3, max reg flops 1,024, largest reg by FF count R, worst vdd ir between 0.08 and 0.09 mV, Mapped Cells 4,385, ys cells 4,385, Net Sw Frac around 30%, Tot GR Track Use 34.0%, most numerous logic cell after layout dfrtn_1, Clock Tree Buf Depth 3, Site Rows between 150 and 200, CTS tree yes, most instantiated logic cells after routing dfrtn_1 (1,024), mux2_2 (998), a22oi_1 (721), Max Clock Skew 0 ns, Congestion Overflow GR 0, htree depth 3, Antenna Violating Nets Remaining 0, count of tool warnings 37, crit path launch type flop, endpoints failing setup 0, Chip Area, Yosys 0.0514 sq mm, EDFF count, synth 0, largest net degree at the start of global routing 125, Top-area cell share 49.8%, Vias 45,500, Max Transition Viols Final 0, # DRC 0, synthesis warning total 2, register area share after synthesis 49.8%, synthesized area 0.0514 sq mm, CP most frequent cell a21oi_1, drt total wl 288,000 um, Critical Path Slowest Stage Cell clkdlybuf4s50_1, drt pass-1 iters 9, Avg WL per Cell 42.8 um, DIE AREA 0.173 sq mm, RD Place Congestion 1.05, Pint 4.99 mW, clock slew at reported path FFs 0.05 ns, Non-Filler Instances 6,723, Comb pwr share ~15%, area grow syn2layout 15.9%, Post-synth top flop dfrtn_1, Die W 416 um, Pre-Place Util 30.3%, Hold Crit Class reg2reg, CP Capture Type output pin, Slew Limit Headroom 22.6%, CP Cell Sequence nand2_1 > o2bb2ai_1 > a21oi_1 > o21ai_0 > nor3_1 > a21oi_1 > clkdlybuf4s50_1
-- area by class of cell --
class,instances,area [sq um],area share [%]
sequential,1024,25600,43.0
multi-input combinational,2895,24300,40.7
clock buffer,153,3250,5.45
antenna,25,62.6,0.105
tap,2218,2780,4.66
clock inverter,60,633,1.06
inverter,8,33.8,0.0567
timing repair buffer,340,2950,4.95
-- synth_stat cells (all sizes together), types with 4 or more instances --
| library cell | number |
|---|---|
| a221o | 8 |
| o211ai | 4 |
| nand4 | 92 |
| clkbuf | 211 |
| or3b | 6 |
| nor2 | 168 |
| a221oi | 44 |
| a21oi | 77 |
| and4 | 15 |
| nand2b | 11 |
| o2bb2ai | 4 |
| nor2b | 17 |
| nor3 | 60 |
| a2111oi | 8 |
| buf | 247 |
| a222oi | 20 |
| o32a | 21 |
| nor4 | 29 |
| or3 | 12 |
| a32o | 5 |
| o22a | 4 |
| nand3b | 13 |
| and3 | 9 |
| inv | 7 |
| a31oi | 18 |
| nand2 | 240 |
| a32oi | 14 |
| a22o | 53 |
| o2111ai | 5 |
| a211oi | 8 |
| o22ai | 10 |
| mux2i | 59 |
| mux2 | 1000 |
| o32ai | 7 |
| a22oi | 721 |
| o21ai | 36 |
| nand3 | 59 |
| and2 | 8 |
| or2 | 7 |
| dfrtn | 1024 |
-- kinds of logic (layout without fill, tap and decap cells) --
logic type | Yosys count | after routing | share of synthesized area [%]
compound gates | 1082 | 1082 | 15.8
buf+inv | 466 | 561 | 4.07
flops | 1024 | 1024 | 49.8
mux | 1059 | 1059 | 23.0
other cells | 0 | 25 | 0
simple gates | 754 | 754 | 7.26
-- final timing paths --
| kind | startpoint | to | slack [ns] | cells after the start |
|---|---|---|---|---|
| worst min register to register | R[0][28]$_DFFE_NP0P_ | R[0][28]$_DFFE_NP0P_ | 0.35 | 0 |
| worst min-delay path | R[0][28]$_DFFE_NP0P_ | R[0][28]$_DFFE_NP0P_ | 0.35 | 0 |
| min in group asynchronous | reset | R[0][16]$_DFFE_NP0P_ | 11.34 | 2 |
| max in group asynchronous | reset | R[1][11]$_DFFE_NP0P_ | 3.68 | 4 |
| worst max-delay path | R[28][28]$_DFFE_NP0P_ | busB[28] | 2.09 | 7 |
| worst max register to register | R[26][9]$_DFFE_NP0P_ | R[26][9]$_DFFE_NP0P_ | 15.99 | 1 |
-- critical path: cells and delay by family (launching register included) --
family	cells	cell delay, ns
compound gates	4	1.12
flops	1	0.44
simple gates	2	0.15
buf+inv	1	0.57
-- metrics by stage --
stage | cell area [sq um] | TNS, ns | setup WS (ns) | power (mW) | utilization [%]
after CTS | 59500 | 0 | 2.14 | 7.06 | 35.1
after global routing | 59600 | 0 | 2.04 | 7.30 | 35.1
final | 59600 | 0 | 2.09 | 7.11 | 35.1
after floorplan | 51400 | -8864.05 | -8.66 | 3.92 | -
after global placement | 55700 | 0 | 1.80 | 4.45 | 32.8
after detailed placement | 55700 | 0 | 1.78 | 4.47 | 32.8
-- layer usage --
metal / GRT usage (%) / routed length, um / vias to the layer above / share of wire (%)
li1: - / - / 16800 / -
met2: 45.4 / 115000 / 4306 / 40
met5: 0.945 / 273 / - / 0.095
met1: 39.6 / 97700 / 22900 / 34
met3: 21.7 / 47800 / 1533 / 17
met4: 23.6 / 26900 / 18 / 9.4
-- power groups by stage --
| stage | Clock, mW | Combinational (mW) | Sequential (mW) |
|---|---|---|---|
| final | 2.62 | 1.05 | 3.43 |
| after global routing | 2.72 | 1.11 | 3.47 |
| after CTS | 2.62 | 1.03 | 3.40 |
Power is estimated from default activity; no workload was simulated.
