==> design/flow/design.v <==
module ALU (
    input bgez,
    input bgtz,
    input blez,
    input bltz,
    input beq,
    input bne,
    input Branch,
    input [4:0] ALUctr,      
    input [31:0] lhs,        
    input [31:0] rhs,        
    output [31:0] Result,    
    output carry,            
    output zero,             
    output negative,         
    output overflow,          
    output fail 
);
    parameter Addu = 4'b00000;    
    parameter Add = 4'b00010;     
    parameter Subu = 4'b00001;    
    parameter Sub = 4'b00011;     
    parameter And = 4'b00100;     
    parameter Or = 4'b00101;      
    parameter Xor = 4'b00110;     
    parameter Nor = 4'b00111;     
    parameter Slt = 4'b01000;     
    parameter Sltu = 4'b01001;    
    parameter Sll = 4'b01010;     
    parameter Srl = 4'b01011;     
    parameter Sra = 4'b01100;     
    parameter Lui = 4'b01110;     
    parameter cmp = 4'b01111;     
    reg signed [32:0] result;
    always@(ALUctr or lhs or rhs) begin
        case(ALUctr)
            Addu: begin
                result = lhs + rhs;
            end
            Subu: begin
                result = lhs - rhs;
            end
            Add: begin
                result = $signed(lhs) + $signed(rhs);
            end
            Sub: begin
                result = $signed(lhs) - $signed(rhs);
            end
            Sra: begin
                if(lhs == 0) {result[31:0], result[32]} = {rhs, 1'b0};
                else {result[31:0], result[32]} = $signed(rhs) >>> (lhs - 1);
            end
            Srl: begin
                if(lhs == 0) {result[31:0], result[32]} = {lhs, 1'b0};
                else {result[31:0], result[32]} = rhs >> (lhs - 1);
            end
            Sll: begin
                result = rhs << lhs;
            end
            And: begin
                result = lhs & rhs;
            end
            Or: begin
                result = lhs | rhs;
            end
            Xor: begin
                result = lhs ^ rhs;
            end
            Nor: begin
                result = ~(lhs | rhs);
            end
            Sltu: begin
                result = lhs < rhs? 1: 0;
            end
            Slt: begin
                result = $signed(lhs) < $signed(rhs)? 1: 0;
            end
            Lui: begin
                result = {rhs[15:0], 16'b0};
            end
            cmp: begin
                result = $signed(lhs);
            end
            default:
                result = 32'b0;
        endcase
    end
    assign Result = result[31:0];
    assign carry = result[32];
    assign zero = (result == 33'b0)? 1: 0;
    assign negative = result[31];
    assign overflow = (result[32] == result[31])? 0: 1;
    assign fail = ~((bne & ~zero) | (beq & zero) | 
                  (bgez & (zero | ~negative)) | 
                  (bgtz & (~zero & ~negative)) | 
                  (blez & (zero | negative)) | 
                  (bltz & (~zero & negative))) & Branch;
endmodule
module Ex (
    input [4:0] ALUctr,      
    input [31:0] ALU_IN_A,
    input [31:0] ALU_IN_B,
    input [1:0] ALUsrcA,
    input [1:0] ALUsrcB,
    input [1:0] MemWrSrc,
    input [31:0] Ex_OUT,
    input [31:0] Mem_OUT,
    input [31:0] REG_READ_B,
    input bgez,
    input bgtz,
    input blez,
    input bltz,
    input beq,
    input bne,
    input Branch,
    output [31:0] Result,    
    output [31:0] DATAMEM_WRITE,
    output carry,            
    output zero,             
    output negative,         
    output overflow,          
    output fail 
);
    wire [31:0] lhs, rhs;
    assign lhs = (ALUsrcA === 2'b00)? ALU_IN_A: ((ALUsrcA === 2'b01)? Ex_OUT: ((ALUsrcA === 2'b10)? Mem_OUT: ALU_IN_A));
    assign rhs = (ALUsrcB === 2'b00)? ALU_IN_B: ((ALUsrcB === 2'b01)? Ex_OUT: ((ALUsrcB === 2'b10)? Mem_OUT: ALU_IN_B));
    assign DATAMEM_WRITE = (MemWrSrc === 2'b00)? REG_READ_B: ((MemWrSrc === 2'b10)? Mem_OUT: ((MemWrSrc === 2'b01)? Ex_OUT: REG_READ_B));
    ALU alu (
        .ALUctr(ALUctr),
        .lhs(lhs),
        .rhs(rhs),
        .Result(Result),
        .carry(carry),
        .zero(zero),
        .negative(negative),
        .overflow(overflow),
        .bne(bne),
        .beq(beq),
        .bltz(bltz),
        .blez(blez),
        .bgtz(bgtz),
        .bgez(bgez),
        .fail(fail),
        .Branch(Branch)
    );
endmodule
==> design/flow/run.sh <==
#!/bin/bash
# OpenROAD 26Q1-2900-gdf79404cd8, Yosys 0.63+post, stock flow scripts
make -C /OpenROAD-flow-scripts/flow DESIGN_CONFIG=/design/flow/config.mk WORK_HOME=/design/flow/orfs finish
==> design/flow/config.mk <==
export PLATFORM = sky130hd
export DESIGN_NAME = Ex
export DESIGN_NICKNAME = Ex
export VERILOG_FILES = /design/flow/design.v
export SDC_FILE = /design/flow/constraint.sdc
export NUM_CORES = 4
export LEC_CHECK = 1
export CORE_UTILIZATION = 40
==> design/flow/constraint.sdc <==
current_design Ex

set clk_period 35.6
set clk_io_pct 0.2

create_clock -name clk0 -period $clk_period

set non_clock_inputs [all_inputs -no_clocks]
set_input_delay [expr $clk_period * $clk_io_pct] -clock clk0 $non_clock_inputs
set_output_delay [expr $clk_period * $clk_io_pct] -clock clk0 [all_outputs]
==> qor.yml <==
status: "finished with violations"
violations: "capacitance limit, slew limit"
finalSetupViolCount: 0
nClkBuffers: 0
antenna_found_initial: 8
hp-class: "input port to primary output"
post-cts-setup-buffer-count: 0
cts_resized: 0
arrival_ns: 16.04
overflow: 0
grt_max_degree: 65
die_y_um: 209
finalClockPeriodUsage_pct: 65.1
lay_top_cells: "241 x clkdlybuf4s50_1, 225 x mux2i_1, 199 x nor2_1"
synth.largest_area_cell: "mux2i_1"
ant_nets: 0
io_pins: 247
power.total_uw: 607
area_growth_pct: 18.8
min_period_ns: 23.17
synth_cell_types: 108
register_area_um2: 0
seq_cell_count: 0
path_class: "input port to primary output"
design_area_um2: 20400
first_global_vias: 21200
place_worst_setup_slack_ns: 12.85
layout_top_cell: "clkdlybuf4s50_1"
netlist_area_um2: 17200
holdWs_ns: 15.18
openroad.warnings: 96
drcViolationCount: 0
finalHoldViolCount: 0
core_um2: 42100
topCellsByArea: "mux2i_1 13%, ha_1 8.4%, a21oi_1 5.7%"
maxCapViolations: 1
relSlewSlack_pct: -1.16
yosys_area_um2: 17200
power.leakage_nw: 7.89
chip_area_um2: 43800
worst_ep_required_time_ns: 28.48
gp_congestion: 1.19
core_util_floorplan_pct: 40.8
rows: 75
ys_seq_share_pct: 0
p_per_area_nw_per_um2: 29.7
vdd_ir_drop_max_mv: 0.0215
die_w_um: 209
grt_pass1_wl_um: 151000
dp_hpwl_um: 83100
vias: 23100
first_iter_violations: 3461
netlist.area_leader.share_pct: 13.2
whs_path_depth: 4
tns_ns: 0
drt-pass1-iter-count: 7
cell_internal_pwr_uw: 219
timing.fmax_ghz: 0.0432
grt_util_all_layers_pct: 47.5
viasPerCell: 7.21
post_dp_cell_area_um2: 20400
endpoint_kind: "primary output"
switchingPower_uw: 387
syn_avg_cell_area_um2: 6.88
ys_cells: 2498
synthCells: 2498
critPathLaunchType: "input port"
ys_warn_count: 1
swShare_pct: 63.8
drv_slew: 1
tightest_slew_ns: 1.48
wl_per_cell_um: 32.7
wirelength_um: 105000
portBuffers: 247
cp_max_fo: 55
hold_buffers: 0
drive_gt1_share_pct: 10.5
grt_setup_unrepaired: "false"
timing.final.ws_setup_ns: 12.44
-- Yosys cell counts, types with 38 or more instances --
cell	number
clkbuf_1	125
nand3_1	75
o221ai_1	45
ha_1	115
xnor2_1	85
a211oi_1	56
nand2_1	177
mux2i_1	227
nor2_1	201
nor3_1	74
o21ai_0	149
mux2_2	38
inv_1	102
o211ai_1	40
a21oi_1	195
nor2b_1	40
-- critical path, stage by stage --
cell	delay [ns]
buf_4	0.19
buf_4	0.68
mux2i_1	0.30
mux2i_2	0.09
buf_4	0.23
nor4_2	0.71
nand3_1	0.32
nor4_1	0.40
and2_1	0.42
a21oi_1	0.14
xnor2_1	0.15
ha_1	0.40
a21oi_1	0.44
nor3_1	0.21
a21oi_1	0.27
o221ai_1	0.24
a221oi_1	0.70
o2111ai_1	0.28
a211o_1	0.37
or4b_1	0.54
or4_1	0.50
or4_4	0.55
nor2_4	0.12
o2bb2ai_1	0.12
clkdlybuf4s50_1	0.47
-- final cells by class --
type / instances / area (um^2)
fill: 4100 / 21700
multi-input combinational: 2181 / 15900
timing repair buffer: 367 / 3350
tap: 539 / 674
inverter: 115 / 432
antenna: 7 / 17.5
-- metrics by stage --
step,std cells,util [%]
after floorplan,2498,-
after global placement,3202,48.4
after detailed placement,3202,48.4
after CTS,3202,48.4
after global routing,3202,48.4
final,3209,48.5
-- worst paths after layout --
kind                   startpoint                end
worst max-delay path   ALUsrcB[0]               fail
worst min-delay path  MemWrSrc[1]  DATAMEM_WRITE[25]
-- logic make-up (layout without fill, tap and decap cells) --
logic type	Yosys count	in the layout	synth area share, %
mux	292	292	19.0
compound gates	856	856	34.7
buf+inv	317	482	7.74
xor+xnor	97	97	4.99
other cells	0	7	0
fa+ha+maj	124	124	9.01
simple gates	812	812	24.5
-- power by group through the flow --
stage | clock network, mW | logic, mW | registers (mW)
CTS | 0 | 0.576 | 0
global route | 0 | 0.631 | 0
-- routing by layer --
metal	track usage [%]	part of all wire, %
met3	19.2	14
met2	66.9	41
met4	25.2	6.7
met1	61.7	38
met5	1.67	0.14
Power and IR drop assume default switching activity.
